--- ./run.sh ---
#!/bin/bash
# OpenROAD 26Q1-2900-gdf79404cd8, Yosys 0.63+post, stock flow scripts
make -C /OpenROAD-flow-scripts/flow DESIGN_CONFIG=/design/flow/config.mk WORK_HOME=/design/flow/orfs finish
--- ./config.mk ---
export PLATFORM = sky130hd
export DESIGN_NAME = moore_overlapping
export DESIGN_NICKNAME = moore_overlapping
export VERILOG_FILES = /design/flow/design.v
export SDC_FILE = /design/flow/constraint.sdc
export NUM_CORES = 4
export LEC_CHECK = 1
export CORE_AREA = 10 10 70 70
export DIE_AREA = 0 0 80 80
--- ./constraint.sdc ---
current_design moore_overlapping

set clk_period 1.1
set clk_io_pct 0.2

create_clock -name clk0 -period $clk_period [get_ports {clk}]

set non_clock_inputs [all_inputs -no_clocks]
set_input_delay [expr $clk_period * $clk_io_pct] -clock clk0 $non_clock_inputs
set_output_delay [expr $clk_period * $clk_io_pct] -clock clk0 [all_outputs]
--- ./design.v ---
module moore_overlapping(input clk, rst, input i, output reg y);
    parameter A = 3'b000;
    parameter B = 3'b001;
    parameter C = 3'b010;
    parameter D = 3'b011;
    parameter E = 3'b100;
    parameter F = 3'b101;
    reg [2:0] ps, ns;
    always @(posedge clk or posedge rst)
    begin
        if (rst)
            ps <= A;
        else
            ps <= ns;
    end
    always @(*) begin
        ns = A;    
        case (ps)
            A: begin
                if (i)
                    ns = B;
                else
                    ns = A;
            end
            B: begin
                if (i)
                    ns = B;
                else
                    ns = C;
            end
            C: begin
                if (i)
                    ns = D;
                else
                    ns = A;
            end
            D: begin
                if (i)
                    ns = E;
                else
                    ns = C;
            end
            E: begin
                if (i)
                    ns = B;
                else
                    ns = F;
            end
            F: begin
                if (i)
                    ns = B;
                else
                    ns = A;
            end
        endcase
    end
    always @(*) begin
        case (ps)
            A: y = 0;
            B: y = 0;
            C: y = 0;
            D: y = 0;
            E: y = 0;
            F: y = 1;      
            default: y = 0;
        endcase
    end
endmodule
==> impl_metrics.tcl <==
# collected from the flow reports
set metrics [dict create \
    status "finished, final reports clean" \
    slew_headroom 0.852 \
    crit_chain "clkdlybuf4s15_1" \
    critPathRequiredTime_ns 0.88 \
    drtIter0Drc 3 \
    synth_area_um2 201 \
    setup_violations 0 \
    cts_buffers 3 \
    grt_max_degree 7 \
    die_y_um 80 \
    rows 21 \
    regMostFlops "ps" \
    worst_hold_slack_ns 0.205 \
    top_area_frac 0.621 \
    synth_warnings 1 \
    top_cells_by_area "dfrtp_1 62%, dfstp_2 13%, and2_1 6.2%" \
    grt_overflow 0 \
    final_layout_size_suffix_gt1_frac 0.217 \
    rsz0062_at_grt "false" \
    drv_cap 0 \
    placed_area_um2 289 \
    rr_endpoint "ps[3]" \
    cp-start-kind "register" \
    cts.sinks 6 \
    hp-class "input port to asynchronous set/reset pin" \
    fillers 404 \
    skew_ns 0.00774 \
    tightest_slew_ns 0.222 \
    top_regs "ps: 6 flops" \
    slowest_stage "dfrtp_1" \
    synthCells 15 \
    path_max_fanout 2 \
    clock.latency.late_pin_ns 0.25 \
    p_leak_nw 0.134 \
    r2r_slack_ns 0.09 \
    synth_cell_types 8 \
    end_kind "output pin" \
    clock-root-buffer "clkbuf_4" \
    largest_reg_flops 6 \
    lay_top_cells "5 x dfrtp_1, 3 x nor2_1, 3 x clkbuf_4, 2 x and2_1, 2 x clkdlybuf4s50_1" \
    postRouteAntennaNets 0 \
    worstSetupPathType "register to output pin" \
    wl_per_cell_um 5.65 \
    core_area_um2 3420 \
    diodes 0 \
    yosysTopAreaCell "dfrtp_1" \
    cts_tree "yes" \
    via_count 126 \
    synth_flop_count 6 \
    cellPowerDensity_nw_per_um2 1550 \
    final_area_um2 323 \
    die_area_um2 6400 \
    grt_pass1_wl_um 690 \
    synth.avg_cell_area_um2 13.4 \
    slew_violations 0 \
    min_period_ns 1.02 \
    r2r-start "ps[4]" \
    layout_top_cell "dfrtp_1" \
    gp_congestion 0.702 \
    max_freq_ghz 0.979 \
    yosys_area_um2 201 \
    crit_buf_inv 1 \
    clk_pin_slew_ns 0.05 \
    grt_use_total 0.0139 \
    h-tree-depth 1 \
    final.period_utilization 0.928 \
    utilization 0.0945 \
    reg2regPathDepth 2 \
    crit_family "flip-flops" \
    clk_path_buf_depth 2 \
    worstPathArrival_ns 0.80 \
    route.detailed.drc 0 \
    first_pass_iters 4 \
    postSynthSeqShare 0.752 \
    io_pins 4 \
    grt_pass1_vias 159 \
    ys_cells 15 \
    fp-utilization 0.0590 \
    setup-tns-final_ns 0 \
    warnings 25 \
    irDropWorstVdd_v 0.000453 \
    slowest_delay_ns 0.37 \
    area_growth_pct 60.2 \
    viasPerCell 1.83 \
    die_w_um 80 \
    hold_viol 0 \
    antenna_found_initial 0 \
    wl_um 390 \
    io_buffers 3 \
]
==> synth_stat cells <==
cell     number
and2_1        2
dfrtp_1       5
dfstp_2       1
inv_1         1
nor2_1        3
nor2b_1       1
nor3_1        1
o41a_1        1
==> stage by stage <==
| step | cells | power (mW) | worst slack, ns |
|---|---|---|---|
| floorplan | 15 | 0.264 | 0.222 |
| global placement | 64 | 0.278 | 0.0413 |
| detailed placement | 64 | 0.279 | 0.0233 |
| CTS | 69 | 0.508 | 0.00716 |
| global route | 69 | 0.535 | 0.0246 |
| finish | 69 | 0.500 | 0.0789 |
==> power breakdown <==
group          internal [mW]  leakage, nW  switching, mW
registers              0.238       0.0794        0.00831
logic                 0.0168       0.0397         0.0138
clock network          0.138       0.0150         0.0857
==> layout make-up <==
class,count,area [um2],share of cell area
Sequential cell,6,151,0.469
Timing Repair Buffer,4,37.5,0.116
Multi-Input combinational cell,8,46.3,0.143
Tap cell,46,57.6,0.178
Inverter,1,3.75,0.0116
Clock buffer,4,26.3,0.0814
==> cells by family (layout without fill, tap and decap cells) <==
kind of cell / after synthesis / count (layout) / share of synthesized area
flip-flops: 6 / 6 / 0.752
AND-OR/OR-AND: 1 / 1 / 0.0559
AND/OR/NAND/NOR: 7 / 7 / 0.174
buffers and inverters: 1 / 9 / 0.0186
==> routing by layer <==
| layer | part of all wire | GRT usage |
|---|---|---|
| met5 | 0 | 0 |
| met4 | 0 | 0.00352 |
| met3 | 0.090 | 0.0114 |
| met2 | 0.26 | 0.0128 |
| met1 | 0.65 | 0.0215 |
==> what timing repair did <==
action                                  in CTS  in global routing
cloned                                       0                  0
pin swaps                                    0                  0
buffers inserted                             1                  0
endpoints found under the setup margin       1                  1
resized                                      1                  1
hold buffers                                 0                  0
==> worst max-delay path by stage <==
| stage | from | to | depth (start not counted) | slack, ns |
|---|---|---|---|---|
| 4_1_cts | ps[4] | y | 1 | 0.007 |
| 5_1_grt | ps[4] | y | 1 | 0.02 |
| 6_report | ps[4] | y | 1 | 0.08 |
Power figures rest on the tool's default switching activity, not on a simulated workload.
