--- flow/config.mk ---
export PLATFORM = sky130hd
export DESIGN_NAME = async_mod_counter
export DESIGN_NICKNAME = async_mod_counter
export VERILOG_FILES = /design/flow/design.v
export SDC_FILE = /design/flow/constraint.sdc
export NUM_CORES = 4
export LEC_CHECK = 1
export CORE_AREA = 10 10 70 70
export DIE_AREA = 0 0 80 80
--- flow/constraint.sdc ---
current_design async_mod_counter

set clk_period 1.8
set clk_io_pct 0.2

create_clock -name clk0 -period $clk_period [get_ports {clk}]

set non_clock_inputs [all_inputs -no_clocks]
set_input_delay [expr $clk_period * $clk_io_pct] -clock clk0 $non_clock_inputs
set_output_delay [expr $clk_period * $clk_io_pct] -clock clk0 [all_outputs]
--- flow/design.v ---
module async_mod_counter (
    input clk,
    input rst,
    output reg [3:0] q
); 
    initial q <= 4'b0000;
    always @(posedge clk or posedge rst) begin
        if (rst)
            q <= 4'b0000;
        else begin
            if (q == 4'd9)
                q <= 4'b0000;        
            else
                q <= q + 1;          
        end
    end
endmodule
--- flow/run.sh ---
#!/bin/bash
# OpenROAD 26Q1-2900-gdf79404cd8, Yosys 0.63+post, stock flow scripts
make -C /OpenROAD-flow-scripts/flow DESIGN_CONFIG=/design/flow/config.mk WORK_HOME=/design/flow/orfs finish
==> run_results.csv <==
group,metric,value,unit
final_timing,finalSetupViolCount,0,
worst_setup_path,cp.required,1440,ps
final_timing,relSlewSlack,88.7,%
worst_setup_path,rr_worst_depth,3,
clock_network,clk_pin_slew_worst_paths,40,ps
floorplan,num_io_pins,6,
synthesis,ys_cells,16,
clock_network,insertion_delay,230,ps
route,avgViaCountPerCell,1.89,
clock_network,h-tree-depth,1,
pwr,p_total,204,µW
route,ant_nets,0,
clock_network,post_cts_buffers,0,
cells_and_area,largest_reg_flops,4,
worst_setup_path,arrival,1160,ps
outcome,outcome,"finished clean",
worst_setup_path,rrSetupSlack,850,ps
final_timing,hold_viol,0,
global_route,gr-usage-all-layers,1.48,%
synthesis,synth_area,169,µm²
cells_and_area,top_regs,"q x4",
cells_and_area,instances_no_fill,70,
cells_and_area,top_register,"q",
floorplan,die_x,80,µm
place,pre_cts_ws,523,ps
route,drt-pass1-iter-count,4,
global_route,gr-total-overflow,0,
synthesis,ys_seq_share,59.3,%
synthesis,avgSynthCellArea,10.6,µm²
place,portBuffers,5,
worst_setup_path,r2r_end,"q[3]$_DFF_PP0_",
place,place_congestion,0.652,
route,dr_total_vias,132,
place,dpl.hpwl,322,µm
worst_setup_path,path_delay_family,"buffers and inverters",
clock_network,clock-sinks,4,
final_timing,rsz0062_at_grt,"false",
worst_setup_path,critical_path.max_stage_delay,500,ps
clock_network,cts_root_buffer,"clkbuf_4",
route,wl,405,µm
final_timing,fin_skew,3.88,ps
worst_setup_path,critPathMaxFanout,6,
worst_setup_path,r2r-start,"q[2]$_DFF_PP0_",
global_route,antenna_found_initial,0,
clock_network,cts_tree,"done",
floorplan,rows,21,
flow_run,warnings,25,
worst_setup_path,end_kind,"output pin",
clock_network,cts_buffers,3,
pwr,leakage,0.115,nW
synthesis,synth_flops,4,
route,wl_per_cell,5.79,µm
clock_network,cts_hold_buf,0,
cells_and_area,syn2layout_area_growth,77.0,%
global_route,first_global_vias,151,
cells_and_area,drive_gt1_share,12.5,%
route,insertedDiodeCount,0,
synthesis,yosysUniqueCellTypes,9,
worst_setup_path,cp.depth,1,
route,drcViolationCount,0,
flow_run,cap_violations,0,
global_route,grt_max_degree,8,
global_route,grt_pass1_wl,669,µm
worst_setup_path,critPathSlowestCell,"clkdlybuf4s50_1",
clock_network,ctsResizeCount,0,
synthesis,synthCells,16,
worst_setup_path,crit_chain,"clkdlybuf4s50_1",
worst_hold_path,holdCritPathClass,"input pin to async pin",
floorplan,dieHeight,80,µm
place,dp.cells,67,
floorplan,fp_util,4.95,%
final_timing,worstMarginPinSlew,164,ps
clock_network,clockBufferDepth,2,
synthesis,yosysChipArea,169,µm²
worst_setup_path,start_kind,"register",
worst_setup_path,critical_path_class,"register to output pin",
route,dr.first_iter.drc_count,3,
final_timing,period_used_share,84.5,%
final_timing,final-max-slew-violation-count,0,
floorplan,core-area,0.00342,mm²
pwr,ir_worst_vdd,93.8,µV
final_timing,setup_tns,0,ps
final_timing,clock.fmax,0.658,GHz
final_timing,layout_setup_ws,280,ps
worst_setup_path,path_buffers,1,
synthesis,ys_warn_count,1,
floorplan,dieArea,0.00640,mm²
pwr,p_per_area,682,mW/mm²
final_timing,period_needed,1520,ps
==> cell families (layout without fill, tap and decap cells) <==
group | count (synthesis) | in the layout | share of synthesized area, %
buffers and inverters | 4 | 12 | 8.89
xor gates and xnor gates | 1 | 1 | 5.19
AOI/OAI and AO/OA | 4 | 4 | 14.1
muxes | 1 | 1 | 5.93
and+or+nand+nor | 2 | 2 | 6.67
DFF | 4 | 4 | 59.3
==> metal layers <==
layer | GRT usage, % | wire length (µm) | up-vias
li1 | - | - | 70
met1 | 1.67 | 202 | 56
met2 | 1.36 | 108 | 6
met3 | 2.16 | 93 | 0
met4 | 0.528 | 0 | 0
met5 | 0 | 0 | -
==> cells in the final DEF (no fill, tap or decap) <==
| cell type | instances |
|---|---|
| o21ai_0 | 1 |
| dfrtp_1 | 4 |
| clkbuf_4 | 3 |
| nand3b_1 | 1 |
| a22o_1 | 1 |
| o21ai_1 | 2 |
| inv_1 | 4 |
| mux2i_1 | 1 |
| clkdlybuf4s50_1 | 5 |
| nand2_1 | 1 |
| xnor2_1 | 1 |
==> final cells by class <==
type	count	area, µm²
Multi-Input combinational cell	8	53.8
Clock buffer	3	22.5
Inverter	4	15.0
Tap cell	46	57.6
Sequential cell	4	100
Fill cell	406	3120
Timing Repair Buffer	5	50.0
==> where the power goes <==
group / internal (mW) / switching (mW) / total [mW] / leakage [nW]
logic: 0.00204 / 0.00205 / 0.00409 / 0.0503
registers: 0.0904 / 0 / 0.0904 / 0.0513
clock network: 0.0745 / 0.0350 / 0.109 / 0.0138
==> how the worst max path moves through the flow <==
| stage | startpoint | to | slack (ps) |
|---|---|---|---|
| CTS | q[2]$_DFF_PP0_ | q[2] | 260 |
| global route | q[0]$_DFF_PP0_ | q[0] | 210 |
| finish | q[2]$_DFF_PP0_ | q[2] | 280 |
==> Yosys cell counts <==
master | instances | area [µm²]
mux2i_1 | 1 | 10.0
dfrtp_1 | 4 | 100
o21ai_1 | 2 | 10.0
nand2_1 | 1 | 3.75
nand3b_1 | 1 | 7.51
inv_1 | 4 | 15.0
o21ai_0 | 1 | 5.00
a22o_1 | 1 | 8.76
xnor2_1 | 1 | 8.76
==> metrics by stage <==
| step | instance area, µm² | util [%] | hold WS, ps |
|---|---|---|---|
| detailed placement | 277 | 8.10 | 531 |
| floorplan | 169 | - | 126 |
| finish | 299 | 8.75 | 326 |
| global placement | 277 | 8.10 | 504 |
| global route | 299 | 8.75 | 339 |
| CTS | 299 | 8.75 | 330 |
Power is estimated from default activity; no workload was simulated.
