===== /design/flow/run.sh =====
#!/bin/bash
# OpenROAD 26Q1-2900-gdf79404cd8, Yosys 0.63+post, stock flow scripts
make -C /OpenROAD-flow-scripts/flow DESIGN_CONFIG=/design/flow/config.mk WORK_HOME=/design/flow/orfs finish

===== /design/flow/config.mk =====
export PLATFORM = sky130hd
export DESIGN_NAME = demux_1x16
export DESIGN_NICKNAME = demux_1x16
export VERILOG_FILES = /design/flow/design.v
export SDC_FILE = /design/flow/constraint.sdc
export NUM_CORES = 4
export LEC_CHECK = 1
export CORE_AREA = 10 10 70 70
export DIE_AREA = 0 0 80 80

===== /design/flow/constraint.sdc =====
current_design demux_1x16

set clk_period 1.0
set clk_io_pct 0.2

create_clock -name clk0 -period $clk_period

set non_clock_inputs [all_inputs -no_clocks]
set_input_delay [expr $clk_period * $clk_io_pct] -clock clk0 $non_clock_inputs
set_output_delay [expr $clk_period * $clk_io_pct] -clock clk0 [all_outputs]

===== /design/flow/design.v =====
module demux_1x16 (
    output reg [15:0] Y,
    input D,
    input [3:0] S
);
always @(D or S) begin
    Y = 16'h0000;
    case (S)
        4'b0000: Y[0] = D;
        4'b0001: Y[1] = D;
        4'b0010: Y[2] = D;
        4'b0011: Y[3] = D;
        4'b0100: Y[4] = D;
        4'b0101: Y[5] = D;
        4'b0110: Y[6] = D;
        4'b0111: Y[7] = D;
        4'b1000: Y[8] = D;
        4'b1001: Y[9] = D;
        4'b1010: Y[10] = D;
        4'b1011: Y[11] = D;
        4'b1100: Y[12] = D;
        4'b1101: Y[13] = D;
        4'b1110: Y[14] = D;
        4'b1111: Y[15] = D;
        default: Y = 16'bx;
    endcase
end
endmodule

==> flow_summary_export.csv <==
group,metric,value,unit
route,drc,0,
route,dr.pass1.iters,2,
die,io_pins,21,
route,drt_iter0_drc,7,
place,place_inst,92,
finish,logic_area,175.2,µm²
hold_path,min_path_type,"primary input to output pin",
setup_path,path_cells,"buf_8 -> or3b_4 -> buf_6 -> nor3_2 -> buf_2",
pwr,total_power,139.9,µW
place,port_buffers,21,
route,drtAntennaViolNets,0,
synthesis,ys_seq_share,0,%
final_timing,timing.final.ws_setup,-0.2481,ns
global_routing,grt_pass1_wl,1531,µm
pwr,power_frac_seq,0,%
route,viasPerCell,2.850,
setup_path,cpPeakStageDelay,0.41,ns
pwr,clkPwrFrac,0,%
synthesis,synthesis.instances,23,
setup_path,critical_path_class,"primary input to output pin",
final_timing,finalCriticalPeriod,1.248,ns
synthesis,area_leaders,"nor2_1 38%, nor3_1 13%, nand3b_1 13%, nand2b_1 11%, or3b_4 9.6%",
route,vias,305,
final_timing,worst_slew_pin_slew,0.1789,ns
die,coreArea,3416,µm²
finish,area_growth,345.7,%
run,tool_warnings,34,
global_routing,grt_max_degree,8,
setup_path,crit_required,0.80,ns
die,rows,21,
place,pre_cts_slack,-0.9001,ns
final_timing,setup_violations,15,
synthesis,ys_area,117.6,µm²
setup_path,slowest_stage,"or3b_4",
pwr,intPower,84.76,µW
clock_tree,hold_buffers,0,
synthesis,yosys_warnings,1,
finish,postLayoutCellArea,524.3,µm²
hold_path,min-delay-start,"S[2]",
outcome,status,"complete, but fails checks",
setup_path,worst_ep_arrival_time,1.05,ns
finish,n_sequential_cell,0,
route,routed_wl,988,µm
synthesis,syn_area_per_cell,5.114,µm²
pwr,power.ir.vdd_worst,0.00005179,V
synthesis,synth-cells-yosys,23,
die,die-area,6400,µm²
synthesis,top_cells_by_count,"12 x nor2_1, 3 x nor3_1, 2 x nand2b_1, 2 x nand3b_1",
setup_path,startpoint,"S[0]",
route,diodes,0,
die,die_h,80,µm
setup_path,cp-end-kind,"output pin",
pwr,p_per_area,266.8,nW/µm²
final_timing,rsz0062_at_grt,"yes",
final_timing,hold-worst-slack,0.7504,ns
global_routing,first_global_vias,296,
final_timing,slew_headroom,88.07,%
synthesis,netlist-cell-type-count,8,
pwr,sw_frac_of_total,39.41,%
setup_path,cp-start-kind,"primary input",
pwr,leakage,0.2494,nW
pwr,p_sw,55.13,µW
final_timing,final-hold-violation-count,0,
run,maxCapViolCount,0,
finish,fin_cells,107,
finish,drive_above_1_share,85.25,%
outcome,violations,"setup timing",
route,wl_per_cell,9.234,µm
place,place_area,400.4,µm²
die,die_w,80,µm
setup_path,path_max_fanout,4,
global_routing,antenna_found_initial,0,
synthesis,top_cell_area_share,38.30,%
place,place_congestion,0.7462,
synthesis,syn-cell-area,117.6,µm²
finish,nFillCells,387,
place,hpwl,755.6,µm
finish,nClkBuffers,0,
global_routing,grt_usage,2.886,%
final_timing,fmax,0.8012,GHz
synthesis,yosys.cell_count.top_type,"nor2_1",
finish,register_area,0,µm²
setup_path,critPathTopFamily,"simple AND/OR/NAND/NOR gates",
final_timing,slew_viol_final,0,
global_routing,grt_overflow_total,0,
final_timing,post-route-period-util,124.8,%
finish,final_util,15.35,%
die,fp_util,3.443,%
pwr,p_comb_share,100.0,%
setup_path,path_buffers,3,
synthesis,largest_area_cell,"nor2_1",
final_timing,fin_setup_tns,-1.492,ns
-- power by group through the flow --
stage	sequential, mW	clock [mW]	combinational [mW]
6_report	0	0	0.140
5_1_grt	0	0	0.152
4_1_cts	0	0	0.127
-- final cells by class --
type | instances | share of cell area [%]
timing repair buffer | 38 | 55.61
tap | 46 | 10.98
multi-input combinational | 23 | 33.41
-- layout by cell type, fill, tap and decap left out, drive strengths merged --
cell / synthesis / final
nor2: 12 / 12
nand2: 1 / 1
nand3: 1 / 1
nand3b: 2 / 2
or3b: 1 / 1
clkdlybuf4s15: 0 / 1
nor3: 4 / 4
buf: 0 / 37
nand2b: 2 / 2
-- kinds of logic (layout without fill, tap and decap cells) --
kind of cell	Yosys count	after routing	synth area share [%]
buf+inv	0	38	0
simple gates	23	23	99.98
-- metal layers --
layer | share of wire [%] | global-route usage, % | vias to the layer above
met2 | 48 | 4.896 | 13
met5 | 0 | 0 | -
met4 | 0 | 0 | 0
met1 | 41 | 3.691 | 137
li1 | - | - | 155
met3 | 11 | 0.9091 | 0
-- final timing paths --
path	endpoint	slack, ns	cells past startpoint
worst max-delay path	Y[0]	-0.25	5
worst min-delay path	Y[2]	0.75	3
-- what timing repair did --
item,in CTS,in global routing
endpoints found under the setup margin,16,16
pin swaps,18,7
setup buffers,13,2
gates resized,93,6
hold endpoints to repair,0,0
Power and IR drop assume default switching activity.
